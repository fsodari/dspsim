--- run.sh ---
#!/bin/bash
# OpenROAD 26Q1-2900-gdf79404cd8, Yosys 0.63+post, stock flow scripts
make -C /OpenROAD-flow-scripts/flow DESIGN_CONFIG=/design/flow/config.mk WORK_HOME=/design/flow/orfs finish
--- config.mk ---
export PLATFORM = sky130hd
export DESIGN_NAME = FifoSync
export DESIGN_NICKNAME = FifoSync
export VERILOG_FILES = /design/flow/design.v
export SDC_FILE = /design/flow/constraint.sdc
export NUM_CORES = 4
export LEC_CHECK = 1
export CORE_UTILIZATION = 40
--- constraint.sdc ---
current_design FifoSync

set clk_period 7.5
set clk_io_pct 0.2

create_clock -name clk0 -period $clk_period [get_ports {clk}]

set non_clock_inputs [all_inputs -no_clocks]
set_input_delay [expr $clk_period * $clk_io_pct] -clock clk0 $non_clock_inputs
set_output_delay [expr $clk_period * $clk_io_pct] -clock clk0 [all_outputs]
--- design.v ---
module FifoSync #(
    parameter DW = 24,
    parameter N = 8,
    parameter TIDW = 8,
    parameter USE_INPUT_BUFFER = 0
) (
    input  logic clk,
    input  logic rst,
    input  logic [DW-1:0] s_axis_tdata,
    input  logic s_axis_tvalid,
    output logic s_axis_tready,
    input  logic [TIDW-1:0] s_axis_tid,
    output logic [DW-1:0] m_axis_tdata,
    output logic m_axis_tvalid,
    input  logic m_axis_tready,
    output logic [TIDW-1:0] m_axis_tid
);
localparam AW = $clog2(N);
localparam MW = DW + TIDW;
logic [MW-1:0] mem [N];
logic [AW:0] rd_ctr = 0, wr_ctr = 0;
logic [AW-1:0] rd_addr, wr_addr;
logic full, empty;
assign rd_addr = rd_ctr[AW-1:0];
assign wr_addr = wr_ctr[AW-1:0];
assign empty = rd_ctr == wr_ctr;
assign full = {~rd_ctr[AW], rd_ctr[AW-1:0]} == wr_ctr;
logic [MW-1:0] skid_tdata;
logic skid_tvalid, skid_tready;
generate
if (USE_INPUT_BUFFER) begin : use_input_buffer
Skid #(.DW(MW)) skid_i (
    .clk(clk),
    .rst(rst),
    .s_axis_tdata({s_axis_tdata, s_axis_tid}),
    .s_axis_tvalid(s_axis_tvalid),
    .s_axis_tready(s_axis_tready),
    .m_axis_tdata(skid_tdata),
    .m_axis_tvalid(skid_tvalid),
    .m_axis_tready(skid_tready)
);
end else begin : no_use_input_buffer
    assign skid_tdata = {s_axis_tdata, s_axis_tid};
    assign skid_tvalid = s_axis_tvalid;
    assign s_axis_tready = skid_tready;
end
endgenerate
assign skid_tready = !full;
always @(posedge clk) begin
    if (skid_tvalid && skid_tready) begin
        mem[wr_addr] <= skid_tdata;
        wr_ctr <= wr_ctr + 1;
    end
    if (rst) begin
        wr_ctr <= 0;
    end
end
always @(posedge clk) begin
    if (m_axis_tvalid && m_axis_tready) begin
        m_axis_tvalid <= 0;
    end
    if (!empty && (!m_axis_tvalid || m_axis_tready)) begin
        {m_axis_tdata, m_axis_tid} <= mem[rd_addr];
        m_axis_tvalid <= 1;
        rd_ctr <= rd_ctr + 1;
    end
    if (rst) begin
        rd_ctr <= 0;
    end
end
endmodule
==> deck_impl_summary.md <==
Key Metrics from the Run

Clock network
  • Root cell of the clock tree: sky130_fd_sc_hd__clkbuf_16
  • Total number of H-tree levels: 1
  • Number of buffers on the longest clock path: 3
  • Resized cells post-CTS: 0
  • TritonCTS clock tree: done
  • Clock-pin slew on the worst setup and hold paths: 0.06 ns
  • Sinks on Clock Net: 297
  • Buffer count from post-CTS setup fixing: 0
  • Post-CTS Hold Fix Bufs: 0
  • Insertion Delay late pin: 0.54 ns
  • Total clock buffers created by CTS: 30

Place
  • Worst setup slack before clock tree synthesis: 3.85 ns
  • Half-perimeter wire length of the detailed placement result: 11400 um
  • Count of port buffers added during placement: 69
  • Placer congestion estimate: 0.740

Job
  • Tally of OpenROAD warnings: 25
  • Max Cap Violations: 0

Setup path
  • Maximum cell stage delay along the critical path: 0.68 ns
  • Max FO, Critical Path: 10
  • CP Launch Type: flop
  • Cell family with most CP delay: flip-flops
  • Crit path kind: reg -> out
  • Ordered cell list for the critical path: xor2_4, nor4_4, inv_1, clkdlybuf4s50_1
  • CP arrival: 2.57 ns
  • Required time reported for the critical path endpoint: 6.00 ns
  • Buffers plus inverters on the worst setup path: 2
  • CP max-delay cell: sky130_fd_sc_hd__dfxtp_1
  • Sort of element at the end of the critical path: output port

Detailed routing
  • DRC violations left: 0
  • N_diodes: 0
  • Violation count after the first detailed-route iteration: 269
  • TritonRoute pass-1 iters: 4
  • Number of nets with antenna violations after routing: 0
  • Total detailed-routing wirelength: 20000 um
  • Average vias per placed instance: 5.03
  • Via count of the routed design: 5187
  • WL/cell: 19.3 um

Finish
  • Fraction of final layout cells sized beyond drive strength 1: 0.225
  • Fraction of the core area covered by cells at the end of the flow: 0.484
  • Area delta synth->final: 18.8%

Hold path
  • Hold Crit Class: reg -> reg

Timing
  • Slew at the pin closest to its max-slew limit: 0.813 ns
  • Post-Route Setup TNS: 0 ns
  • Count of final setup violators: 0
  • Top achievable clock speed: 245 MHz
  • RSZ-0062 raised after global routing: false
  • Worst slew margin relative to its limit: 0.458
  • Final-report max-slew violation count: 0
  • Final cycle utilization of the critical path: 0.543
  • Worst clock skew: 0.00908 ns
  • Final-report hold violation count: 0
  • Min cycle time layout: 4.07 ns
  • Worst Setup Slack, final: 3.43 ns

Floorplan
  • Area of the chip: 29100 sq um
  • Die outline width: 170 um
  • Num rows: 61
  • Initial standard-cell utilization of the core: 0.407
  • I/O pin total: 70
  • Core ar.: 27900 sq um
  • Die Height: 170 um

Synth
  • Synthesized area divided by synthesized cell count: 20.9 sq um
  • Post-Synthesis Cell Area: 11300 sq um
  • Count of yosys warnings during synthesis: 1
  • Distinct cell type count after synthesis: 41
  • Yosys cell count: 542
  • Sequential cell area fraction in the yosys report: 0.778
  • Total of flip-flops plus latches after synthesis: 297
  • Instance count of the mapped netlist: 542
  • Synthesized chip area reported by yosys: 11300 sq um

Global route
  • Wire length of the first global-routing pass: 31200 um
  • Number of global-route vias before repair: 5680
  • Total global routing overflow: 0
  • Maximum number of pins on one net before global-route repair: 56
  • Initial antenna violation count: 0
  • GRT Overall Usage: 0.157

Outcome
  • Outcome: finished clean

Pwr
  • Power per Cell Area: 314 nW/um^2
  • Highest ir drop seen on vdd: 0.180 mV
  • Static power due to leakage: 4.30 nW
## per-layer routing
layer | GRT usage | wire [um] | up-vias
li1 | - | - | 2338
met1 | 0.233 | 7910 | 2594
met2 | 0.237 | 9730 | 229
met3 | 0.0755 | 1980 | 26
met4 | 0.0251 | 332 | 0
met5 | 0 | 0 | -
## cell families after synthesis
group / count (synthesis) / synth area share
mux: 66 / 0.129
simple gates: 129 / 0.0491
buf+inv: 29 / 0.0197
compound gates: 10 / 0.00783
xor+xnor: 9 / 0.0146
fa+ha+maj: 2 / 0.00220
flops: 297 / 0.778
## tightest hold or removal path, cell delays in order (launching register included)
cell	delay, ns
sky130_fd_sc_hd__dfxtp_1	0.37
sky130_fd_sc_hd__nand2_1	0.08
sky130_fd_sc_hd__a31oi_1	0.06
## path summary, 6_finish.rpt
check,start,endpoint,slack (ns),cells past startpoint
worst max-delay path,wr_ctr[1],s_axis_tready,3.43,4
worst min-delay path,wr_ctr[3],wr_ctr[3],0.56,2
worst max register to register,rd_ctr[0],rd_ctr[1],5.00,6
worst min register to register,wr_ctr[3],wr_ctr[3],0.56,2
## synth_stat cells (all sizes together)
cell type	number	area share
a21o	1	0.00066
a21oi	2	0.00088
a31oi	2	0.0011
a41oi	1	0.0014
and4	1	0.00077
buf	24	0.018
clkbuf	3	0.00099
clkinv	1	0.00033
dfxtp	9	0.016
edfxtp	288	0.76
ha	2	0.0022
inv	1	0.00033
mux2i	2	0.0018
mux4	64	0.13
nand2	102	0.034
nand2b	1	0.00055
nand3	3	0.0018
nand4	1	0.00055
nor2	9	0.0030
nor2b	1	0.00055
nor3	4	0.0022
nor4	2	0.0024
o21ai	3	0.0013
o41ai	1	0.0024
or2b	1	0.00066
or3	2	0.0011
or3b	2	0.0018
xnor2	5	0.0065
xor2	4	0.0080
## registers in the layout, indices dropped and copies added (netlist names)
signal and flops:
m_axis_tid 8, rd_ctr 4, wr_ctr 4, mem 256
m_axis_tdata 24, m_axis_tvalid 1
## stage by stage
step	instance area [sq um]	cells	hold WS (ns)	power, mW
floorplan	11300	542	0.504	2.51
global placement	12500	979	0.518	2.80
detailed placement	12500	979	0.536	2.81
CTS	13500	1032	0.551	4.29
global route	13500	1032	0.569	4.41
finish	13500	1032	0.558	4.23
## report_power, final
part	internal [mW]	leakage, nW	switching [mW]
Sequential	1.99	2.70	0.0699
Clock	0.889	0.470	0.587
Combinational	0.395	1.12	0.299
Total	3.27	4.30	0.955
## final cells by class
| type | instances | area (sq um) |
|---|---|---|
| Tap cell | 378 | 473 |
| Fill cell | 2230 | 14400 |
| Inverter | 2 | 7.51 |
| Clock inverter | 16 | 189 |
| Clock buffer | 37 | 798 |
| Sequential cell | 297 | 8840 |
| Timing Repair Buffer | 86 | 818 |
| Multi-Input combinational cell | 216 | 2360 |
## placed cells by master, fill, tap and decap left out, types with 2 or more instances in the layout
cell type,n
sky130_fd_sc_hd__edfxtp_1,288
sky130_fd_sc_hd__nor3_2,2
sky130_fd_sc_hd__clkbuf_16,31
sky130_fd_sc_hd__nand2_1,102
sky130_fd_sc_hd__ha_1,2
sky130_fd_sc_hd__or3_1,2
sky130_fd_sc_hd__nor2_1,5
sky130_fd_sc_hd__nand3_1,2
sky130_fd_sc_hd__o21ai_1,2
sky130_fd_sc_hd__clkinv_1,6
sky130_fd_sc_hd__a21oi_1,2
sky130_fd_sc_hd__buf_4,17
sky130_fd_sc_hd__bufinv_16,4
sky130_fd_sc_hd__mux2i_1,2
sky130_fd_sc_hd__dfxtp_4,2
sky130_fd_sc_hd__dfxtp_1,6
sky130_fd_sc_hd__xnor2_2,4
sky130_fd_sc_hd__mux4_2,64
sky130_fd_sc_hd__clkinvlp_4,3
sky130_fd_sc_hd__clkbuf_1,6
sky130_fd_sc_hd__clkdlybuf4s50_1,69
sky130_fd_sc_hd__nor2_4,4
sky130_fd_sc_hd__a31oi_1,2
sky130_fd_sc_hd__clkinv_2,2
sky130_fd_sc_hd__xor2_4,3
No activity file was given, so power comes from the tool's default toggle rates.

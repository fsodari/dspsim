### design/flow/run.sh
#!/bin/bash
# OpenROAD 26Q1-2900-gdf79404cd8, Yosys 0.63+post, stock flow scripts
make -C /OpenROAD-flow-scripts/flow DESIGN_CONFIG=/design/flow/config.mk WORK_HOME=/design/flow/orfs finish
### design/flow/constraint.sdc
current_design Macc2

set clk_period 15.8
set clk_io_pct 0.2

create_clock -name clk0 -period $clk_period [get_ports {clk}]

set non_clock_inputs [all_inputs -no_clocks]
set_input_delay [expr $clk_period * $clk_io_pct] -clock clk0 $non_clock_inputs
set_output_delay [expr $clk_period * $clk_io_pct] -clock clk0 [all_outputs]
### design/flow/config.mk
export PLATFORM = sky130hd
export DESIGN_NAME = Macc2
export DESIGN_NICKNAME = Macc2
export VERILOG_FILES = /design/flow/design.v
export SDC_FILE = /design/flow/constraint.sdc
export NUM_CORES = 4
export LEC_CHECK = 1
export CORE_UTILIZATION = 50
### design/flow/design.v
module Macc #(
    parameter ADW = 24,
    parameter BDW = 18,
    parameter ODW = 48
) (
    input  logic clk,
    input  logic rst,
    input  logic signed [ADW-1:0] s_axis_atdata,
    input  logic signed [BDW-1:0] s_axis_btdata,
    input  logic s_axis_tvalid,
    output logic s_axis_tready,
    input  logic s_axis_tlast,
    output logic signed [ODW-1:0] m_axis_tdata,
    output logic m_axis_tvalid,
    input  logic m_axis_tready
);
logic signed [ADW-1:0] skid_atdata;
logic signed [BDW-1:0] skid_btdata;
logic skid_tvalid, skid_tready, skid_tlast;
Skid #(
    .DW(ADW + BDW + 1)
) skid_i (
    .clk,
    .rst,
    .s_axis_tdata({s_axis_atdata, s_axis_btdata, s_axis_tlast}),
    .s_axis_tvalid,
    .s_axis_tready,
    .m_axis_tdata({skid_atdata, skid_btdata, skid_tlast}),
    .m_axis_tvalid(skid_tvalid),
    .m_axis_tready(skid_tready)
);
logic macc_sload = 0;
logic signed [ADW-1:0] macc_a;
logic signed [BDW-1:0] macc_b;
logic signed [ODW-1:0] macc_accum;
macc_core #(
    .ADW(ADW),
    .BDW(BDW),
    .ODW(ODW)
) macc_core_i (
    .clk,
    .ce(1),
    .sload(macc_sload),
    .a(macc_a),
    .b(macc_b),
    .accum_o(macc_accum)
);
assign skid_tready = !m_axis_tvalid || m_axis_tready;
localparam LATENCY = 4;
int latency_ctr = 0;
logic sload_r = 0, sload_r2 = 0;
always @(posedge clk) begin
    if (m_axis_tvalid && m_axis_tready) begin
        m_axis_tvalid <= 0;
    end
    if (latency_ctr > 0) begin
        latency_ctr <= latency_ctr - 1;
        if (latency_ctr == 1) begin
            m_axis_tdata <= macc_accum;
            m_axis_tvalid <= 1;
        end
    end
    macc_a <= 0;
    macc_b <= 0;
    sload_r <= 0;
    sload_r2 <= sload_r;
    macc_sload <= sload_r2;
    if (skid_tvalid && skid_tready) begin
        macc_a <= skid_atdata;
        macc_b <= skid_btdata;
        sload_r <= skid_tlast;
        if (skid_tlast) begin
            latency_ctr <= LATENCY;
        end
    end
    if (rst) begin
        m_axis_tvalid <= 0;
        latency_ctr <= 0;
    end
end
endmodule
module Macc2 #(
    parameter ADW = 24,
    parameter BDW = 18,
    parameter ODW = 48
) (
    input  logic clk,
    input  logic rst,
    input  logic signed [ADW-1:0] s_axis_atdata,
    input  logic s_axis_atvalid,
    output logic s_axis_atready,
    input  logic s_axis_atlast,
    input  logic signed [BDW-1:0] s_axis_btdata,
    input  logic s_axis_btvalid,
    output logic s_axis_btready,
    input  logic s_axis_btlast,
    output logic signed [ODW-1:0] m_axis_tdata,
    output logic m_axis_tvalid,
    input  logic m_axis_tready
);
logic signed [ADW-1:0] cmb_atdata;
logic signed [BDW-1:0] cmb_btdata;
logic cmb_atvalid, cmb_btvalid, cmb_tready, cmb_atlast;
logic cmb_tvalid;
assign cmb_tvalid = cmb_atvalid && cmb_btvalid;
Skid #(.DW(ADW + 1)) skid_a_i (
    .clk,
    .rst,
    .s_axis_tdata({s_axis_atdata, s_axis_atlast}),
    .s_axis_tvalid(s_axis_atvalid),
    .s_axis_tready(s_axis_atready),
    .m_axis_tdata({cmb_atdata, cmb_atlast}),
    .m_axis_tvalid(cmb_atvalid),
    .m_axis_tready(cmb_tready && cmb_tvalid)
);
Skid #(.DW(BDW)) skid_b_i (
    .clk,
    .rst,
    .s_axis_tdata(s_axis_btdata),
    .s_axis_tvalid(s_axis_btvalid),
    .s_axis_tready(s_axis_btready),
    .m_axis_tdata(cmb_btdata),
    .m_axis_tvalid(cmb_btvalid),
    .m_axis_tready(cmb_tready && cmb_tvalid)
);
Macc #(.ADW(ADW), .BDW(BDW), .ODW(ODW)) macc_i (
    .clk,
    .rst,
    .s_axis_atdata(cmb_atdata),
    .s_axis_btdata(cmb_btdata),
    .s_axis_tvalid(cmb_tvalid),
    .s_axis_tready(cmb_tready),
    .s_axis_tlast(cmb_atlast),
    .m_axis_tdata,
    .m_axis_tvalid,
    .m_axis_tready
);
endmodule
module Skid #(
    parameter DW = 24
) (
    input  logic clk,
    input  logic rst,
    input  logic [DW-1:0] s_axis_tdata,
    input  logic s_axis_tvalid,
    output logic s_axis_tready,
    output logic [DW-1:0] m_axis_tdata,
    output logic m_axis_tvalid,
    input  logic m_axis_tready
);
logic [DW-1:0] skid_tdata = 0;
logic skid_tvalid = 0;
assign s_axis_tready = !skid_tvalid;
always @(posedge clk) begin
    if (skid_tvalid && (!m_axis_tvalid || m_axis_tready)) begin
        skid_tvalid <= 0;
    end
    if ((s_axis_tvalid && s_axis_tready) && (m_axis_tvalid && !m_axis_tready)) begin
        skid_tdata <= s_axis_tdata;
        skid_tvalid <= 1;
    end
    if (rst) begin
        skid_tvalid <= 0;
    end
end
always @(posedge clk) begin
    if (m_axis_tvalid && m_axis_tready) begin
        m_axis_tvalid <= 0;
    end
    if ((skid_tvalid || s_axis_tvalid) && (!m_axis_tvalid || m_axis_tready)) begin
        m_axis_tdata <= skid_tvalid ? skid_tdata : s_axis_tdata;
        m_axis_tvalid <= 1;
    end
    if (rst) begin
        m_axis_tvalid <= 0;
    end
end
endmodule
module macc_core #(
    parameter ADW = 24,
    parameter BDW = 18,
    parameter ODW = 48
) (
    input  logic clk,
    input  logic ce,
    input  logic sload,
    input  logic signed [ADW-1:0] a,
    input  logic signed [BDW-1:0] b,
    output logic signed [ODW-1:0] accum_o
);
localparam MDW = ADW + BDW;
logic signed [ADW-1:0] a_reg;
logic signed [BDW-1:0] b_reg;
logic sload_reg;
logic signed [MDW-1:0] mult_reg;
logic signed [ODW-1:0] adder_out, old_result;
always_comb begin
    if (sload_reg) begin
        old_result = 0;
    end else begin
        old_result = adder_out;
    end
end
always @(posedge clk) begin
    if (ce) begin
        a_reg <= a;
        b_reg <= b;
        mult_reg <= a_reg * b_reg;
        sload_reg <= sload;
        adder_out <= old_result + $signed(mult_reg);
    end
end
assign accum_o = adder_out;
endmodule
==> results_dict.tcl <==
# metrics dict for downstream scripts
set metrics [dict create \
    worstHoldStart "macc_i.sload_r2" \
    grt.overflow.total 0 \
    hold-worst-slack_ns 0.321 \
    via_per_inst 5.00 \
    r2r_start "macc_i.macc_core_i.a_reg[13]" \
    startpoint "macc_i.macc_core_i.a_reg[13]" \
    max_clock_freq_mhz 138 \
    dr.pass1.iters 5 \
    hold_class "reg2reg" \
    finalCriticalPeriod_ns 7.27 \
    num_rows 91 \
    leakagePower_nw 15.7 \
    critPathCaptureType "flop" \
    syn_avg_cell_area_um2 10.9 \
    chipArea_um2 63700 \
    crit_fanout 18 \
    port-buffer-count 98 \
    die_y_um 252 \
    synth_cells 2890 \
    antenna_cells 0 \
    setup_viol 0 \
    vias 19200 \
    tightest_slew_ns 1.00 \
    pre_cts_slack_ns 8.58 \
    placed_area_um2 33300 \
    die_x_um 252 \
    top_cells_by_area "fa_1 (27%), edfxtp_1 (21%), dfxtp_1 (14%)" \
    status "complete, no violations" \
    powerDensity_nw_per_um2 88.5 \
    cts_resized 0 \
    critical_path_class "reg2reg" \
    drv_slew 0 \
    ys_cells 2890 \
    common_cells "inv_1 (514), fa_1 (426), nand2_1 (308)" \
    peakVddDrop_mv 0.103 \
    h-tree-depth 2 \
    top_cell "inv_1" \
    rsz0062_at_grt "no" \
    insertion_delay_ns 0.60 \
    holdBufCountCts 0 \
    skew_ns 0.0374 \
    mux_area_frac 0.0315 \
    arrival_ns 7.72 \
    drv_cap 0 \
    cts_tree "yes" \
    grt.total_usage 0.214 \
    grt_max_degree 49 \
    postCtsSetupRepairBufs 0 \
    wl_per_cell_um 15.5 \
    tool_warnings 28 \
    hold_viol_final 0 \
    wirelength_mm 59.3 \
    nFillCells 5045 \
    coreArea_um2 61800 \
    async_flop_share 0 \
    power_w 0.00308 \
    clk_pin_slew_worst_paths_ns 0.06 \
    reg_top3 "macc_i.m_axis_tdata: 48 flops, macc_i.macc_core_i.adder_out: 48 flops" \
    drc 0 \
    fin_crit_sh 0.460 \
    synth_warnings 6 \
    synth-compound-area-share 0.0556 \
    syn-cell-area_um2 31400 \
    layout-drive-gt1-share 0.0754 \
    setup_tns_ns 0 \
    drtAntennaViolNets 0 \
    io_pins 100 \
    synth-adder-area-share 0.334 \
    grt_pass1_vias 20200 \
    flop_cell "edfxtp_1" \
    ys_ff 437 \
    synth-xor-area-share 0.0288 \
    synth-edff-count 220 \
    syn_to_final_growth_pct 10.9 \
    fp_util 0.507 \
    simple_gate_area_frac 0.126 \
    grt_pass1_wl_mm 101 \
    ys_seq_frac 0.349 \
    initialDrtViolationCount 685 \
    numCtsBuffers 46 \
    ys_area_um2 31400 \
    cts_buffer_depth 3 \
    relSlewSlack 0.330 \
    gp_congestion 0.929 \
    top_area_frac 0.272 \
    cts-root-buf "clkbuf_16" \
    critPathLaunchType "flop" \
    synthTopLogicFamily "adder cells" \
    cp.required_ns 16.25 \
    ys_types 71 \
    setup_ws_ns 8.53 \
    synth_area_leader_cell "fa_1" \
    antenna_found_initial 0 \
    dp_hpwl_mm 43.5 \
    fin_area_um2 34800 \
    cts.sinks 437 \
]
==> cell usage in the layout, fill, tap and decap left out, types with 6 or more instances in the layout <==
cell / n
inv_1: 513
fa_1: 426
nand2_1: 308
edfxtp_1: 220
dfxtp_1: 215
ha_1: 155
and2_1: 152
a21oi_1: 99
clkdlybuf4s50_1: 98
nor2_1: 97
mux2_2: 86
xnor2_1: 77
nor2b_1: 59
and3_1: 54
clkbuf_16: 49
a21o_1: 39
o21ai_0: 38
buf_4: 34
nand3_1: 27
xor2_1: 26
nor3_1: 22
nand2b_1: 18
nand4_1: 11
o21bai_1: 11
o21a_1: 9
a211oi_1: 9
a31oi_1: 9
clkbuf_1: 9
clkbuf_8: 9
o211ai_1: 8
or3_1: 8
clkinv_2: 7
nor4_1: 6
==> per-stage QoR <==
| step | util | cells |
|---|---|---|
| finish | 0.563 | 3836 |
| global route | 0.563 | 3836 |
| CTS | 0.563 | 3836 |
| detailed placement | 0.538 | 3750 |
| global placement | 0.538 | 3750 |
| floorplan | - | 2890 |
==> routing by layer <==
metal	part of all wire	vias to the layer above	track usage	wire (µm)
met5	0	-	0.00541	0
met4	0.022	0	0.0384	1300
met3	0.088	88	0.0838	5200
met2	0.44	575	0.310	26100
met1	0.45	9229	0.336	26800
li1	-	9294	-	-
==> layout make-up <==
cell class                 instances  area, µm²  area share
timing repair buffer             132       1240      0.0355
sequential                       437      11000       0.315
multi-input combinational       1829      18100       0.520
clock inverter                    16        138     0.00396
inverter                         515       1930      0.0556
tap                              837       1050      0.0301
clock buffer                      70       1400      0.0402
==> power by group <==
part           switching [W]  internal [W]
clock               0.000441      0.000617
sequential         0.0000713       0.00133
combinational       0.000336      0.000279
total               0.000849       0.00223
==> final timing paths <==
kind,to,slack [ns],depth (start not counted)
worst max-delay path,macc_i.macc_core_i.mult_reg[41],8.53,22
worst min-delay path,macc_i.macc_sload,0.32,0
worst max register to register,macc_i.macc_core_i.mult_reg[41],8.53,22
worst min register to register,macc_i.macc_sload,0.32,0
==> critical path, stage by stage, from the launching register on <==
cell and delay, ns:
dfxtp_1 0.97, nand2_1 0.18, fa_1 0.58, inv_1 0.05, fa_1 0.54, inv_1 0.07, fa_1 0.50, inv_1 0.06
fa_1 0.49, fa_1 0.50, inv_1 0.06, fa_1 0.48, inv_1 0.04, ha_1 0.33, a21oi_1 0.18, o21ai_0 0.13
a311o_1 0.40, a211oi_1 0.40, o31ai_1 0.24, o41ai_2 0.46, o21ai_0 0.17, a21oi_1 0.20, xnor2_1 0.08
==> cells by family (layout without fill, tap and decap cells) <==
logic type      after synthesis  after routing
compound gates              265            265
buf+inv                     624            733
fa+ha+maj                   581            581
mux                          88             88
simple gates                792            792
xor+xnor                    103            103
flops                       437            437
No activity file was given, so power comes from the tool's default toggle rates.

===== /design/flow/run.sh =====
#!/bin/bash
# OpenROAD 26Q1-2900-gdf79404cd8, Yosys 0.63+post, stock flow scripts
make -C /OpenROAD-flow-scripts/flow DESIGN_CONFIG=/design/flow/config.mk WORK_HOME=/design/flow/orfs finish

===== /design/flow/config.mk =====
export PLATFORM = sky130hd
export DESIGN_NAME = combine2
export DESIGN_NICKNAME = combine2
export VERILOG_FILES = /design/flow/design.v
export SDC_FILE = /design/flow/constraint.sdc
export NUM_CORES = 4
export LEC_CHECK = 1
export CORE_UTILIZATION = 50

===== /design/flow/constraint.sdc =====
current_design combine2

set clk_period 4.9
set clk_io_pct 0.2

create_clock -name clk0 -period $clk_period [get_ports {clk}]

set non_clock_inputs [all_inputs -no_clocks]
set_input_delay [expr $clk_period * $clk_io_pct] -clock clk0 $non_clock_inputs
set_output_delay [expr $clk_period * $clk_io_pct] -clock clk0 [all_outputs]

===== /design/flow/design.v =====
module Skid #(
    parameter DW = 24
) (
    input  logic clk,
    input  logic rst,
    input  logic [DW-1:0] s_axis_tdata,
    input  logic s_axis_tvalid,
    output logic s_axis_tready,
    output logic [DW-1:0] m_axis_tdata,
    output logic m_axis_tvalid,
    input  logic m_axis_tready
);
logic [DW-1:0] skid_tdata = 0;
logic skid_tvalid = 0;
assign s_axis_tready = !skid_tvalid;
always @(posedge clk) begin
    if (skid_tvalid && (!m_axis_tvalid || m_axis_tready)) begin
        skid_tvalid <= 0;
    end
    if ((s_axis_tvalid && s_axis_tready) && (m_axis_tvalid && !m_axis_tready)) begin
        skid_tdata <= s_axis_tdata;
        skid_tvalid <= 1;
    end
    if (rst) begin
        skid_tvalid <= 0;
    end
end
always @(posedge clk) begin
    if (m_axis_tvalid && m_axis_tready) begin
        m_axis_tvalid <= 0;
    end
    if ((skid_tvalid || s_axis_tvalid) && (!m_axis_tvalid || m_axis_tready)) begin
        m_axis_tdata <= skid_tvalid ? skid_tdata : s_axis_tdata;
        m_axis_tvalid <= 1;
    end
    if (rst) begin
        m_axis_tvalid <= 0;
    end
end
endmodule
module combine2 #(
    parameter ADW = 24,
    parameter BDW = 18
) (
    input  logic clk,
    input  logic rst,
    input  logic [ADW-1:0] s_axis_atdata,
    input  logic s_axis_atvalid,
    output logic s_axis_atready,
    input  logic [BDW-1:0] s_axis_btdata,
    input  logic s_axis_btvalid,
    output logic s_axis_btready,
    output logic [ADW-1:0] m_axis_atdata,
    output logic [BDW-1:0] m_axis_btdata,
    output logic m_axis_tvalid,
    input  logic m_axis_tready
);
logic all_ready;
logic both_valid;
logic [ADW-1:0] skid_atdata;
logic [BDW-1:0] skid_btdata;
logic skid_atvalid, skid_btvalid;
Skid #(.DW(ADW)) skid_a_i (
    .clk,
    .rst,
    .s_axis_tdata(s_axis_atdata),
    .s_axis_tvalid(s_axis_atvalid),
    .s_axis_tready(s_axis_atready),
    .m_axis_tdata(skid_atdata),
    .m_axis_tvalid(skid_atvalid),
    .m_axis_tready(all_ready)
);
Skid #(.DW(BDW)) skid_b_i (
    .clk,
    .rst,
    .s_axis_tdata(s_axis_btdata),
    .s_axis_tvalid(s_axis_btvalid),
    .s_axis_tready(s_axis_btready),
    .m_axis_tdata(skid_btdata),
    .m_axis_tvalid(skid_btvalid),
    .m_axis_tready(all_ready)
);
assign both_valid = skid_atvalid && skid_btvalid;
assign all_ready = both_valid && (!m_axis_tvalid || m_axis_tready);
always @(posedge clk) begin
    if (m_axis_tvalid && m_axis_tready) begin
        m_axis_tvalid <= 0;
    end
    if (both_valid && all_ready) begin
        m_axis_atdata <= skid_atdata;
        m_axis_btdata <= skid_btdata;
        m_axis_tvalid <= 1;
    end
    if (rst) begin
        m_axis_tvalid <= 0;
    end
end
endmodule

==> reports/qor.yml <==
yosys:
  edf_count: 126
  synth_top_area_share_pct: 82.5
  synth_warnings: 3
  avgSynthCellArea_um2: 23.2
  yosysChipArea_um2: 4590
  ys_seq_share_pct: 84.7
  synth_cell_types: 15
  area_leaders: "edfxtp_1 (82%), mux2_2 (6.4%), mux2_4 (5.2%)"
  synthTopCellsByCount: "edfxtp_1 (126), mux2_2 (26), mux2_4 (16), dfxtp_1 (5), inv_1 (4)"
  flop_cell: "edfxtp_1"
  yosysTopAreaCell: "edfxtp_1"
  ys_cells: 198
  synth_cells: 198
  async_reset_ff_share_pct: 0
  ys_ff: 131
  yosys.cell_count.top_type: "edfxtp_1"
  syn_area_um2: 4590
final_timing:
  rsz0062_at_grt: "no"
  hold_viol_final: 0
  setup_viol_count_final: 0
  fin_crit_sh_pct: 58.5
  setup-tns-final_ns: 0
  worst_slew_pin_slew_ns: 0.841
  finalCriticalPeriod_ns: 2.87
  fmax_mhz: 349
  slew_headroom_pct: 43.9
  finClkSkew_ns: 0.00974
  whs_ns: 0.414
  finalMaxSlewViolations: 0
grt:
  use_met2_pct: 20.3
  gr-usage-all-layers_pct: 15.5
  use_met3_pct: 8.07
  grt_max_degree: 43
  grt_pass1_wl_um: 10100
  grt_pass1_vias: 2082
  grt-ovfl-total: 0
  busiest_layer: "met1"
  antenna_found_initial: 0
  grtUsageMet1_pct: 27.8
worst_setup_path:
  worst_setup_path_end_kind: "primary output"
  timing.critical_path.slowest_cell_delay_ns: 0.87
  worst_ep_required_time_ns: 3.92
  crit_buf_inv: 2
  cp-start-kind: "flop"
  cp_max_fo: 28
  critPathTopFamily: "flip-flops"
  cp.arrival_ns: 1.89
  crit_type: "reg -> out"
  worstPathCellList: "inv_1, clkdlybuf4s50_1"
  r2r_slack_ns: 3.12
  slowest_stage: "dfxtp_2"
power:
  clockPowerShare_pct: 46.7
  internal-power_mw: 2.21
  switchingPower_mw: 0.503
  powerDensity_nw_per_um2: 435
  power_mw: 2.71
  seqPwrFrac_pct: 48.5
  ir_worst_vdd_mv: 0.232
  p_sw_share_pct: 18.5
  p_comb_share_pct: 4.9
  p_leak_nw: 2.12
die:
  die_h_um: 97.8
  core_area_um2: 8810
  die_w_um: 97.8
  boundaryPins: 92
  chip_area_um2: 9560
  floorplan.core_util_pct: 52.1
  rows: 34
flow_run:
  warning_count: 26
  max-cap-violations: 0
cts:
  cts_buffers: 17
  path_clk_slew_ns: 0.06
  htreeDepth: 4
  cts_resized: 0
  cts_hold_buf: 0
  cts_buffer_depth: 2
  cts.sinks: 131
  cts_root_buf: "clkbuf_8"
  cts_setup_buffers: 0
  clkLatencyLatePin_ns: 0.50
  cts_tree: "built"
finish:
  finalCoreUtilization_pct: 70.8
  seq_area_um2: 3880
  num-fill-cells: 549
  syn_to_final_growth_pct: 36.0
  final-comb-area_um2: 646
  drive_above_1_share_pct: 25.9
placement:
  port_buffers: 91
  dp_hpwl_um: 3910
  place_congestion: 0.740
route:
  drt-wirelength-per-cell_um: 15.0
  ant_nets: 0
  vias: 2114
  drt_pass1_iterations: 45
  antenna_cells: 0
  wl_um: 6430
  drt_iter0_markers: 66
  viasPerCell: 4.93
  drc: 16
outcome:
  status: "complete, but fails checks"
  failed_checks: "DRC"
min_path:
  worstHoldPathType: "reg -> reg"
[final timing paths]
check        cells past startpoint                      from                  endpoint
max                              2      skid_a_i.skid_tvalid            s_axis_atready
min                              0  skid_b_i.m_axis_tdata[9]          m_axis_btdata[9]
max reg2reg                      2      skid_b_i.skid_tvalid  skid_b_i.m_axis_tdata[4]
min reg2reg                      0  skid_b_i.m_axis_tdata[9]          m_axis_btdata[9]
[registers in the layout (all words and copies together) (netlist names)]
register and count:
m_axis_atdata 24, skid_b_i.skid_tdata 18, skid_b_i.m_axis_tvalid 1, m_axis_btdata 18
skid_a_i.skid_tdata 24, m_axis_tvalid 1, skid_a_i.m_axis_tvalid 1, skid_b_i.skid_tvalid 1
skid_a_i.m_axis_tdata 24, skid_a_i.skid_tvalid 1, skid_b_i.m_axis_tdata 18
[routing by layer]
metal	share of wire (%)	wire [um]
met5	0	0
met3	9.6	616
met4	0.59	38
met1	44	2830
met2	46	2940
[through the flow]
| step | cells | cell area, um^2 | setup WS, ns |
|---|---|---|---|
| floorplan | 198 | 4590 | 0.500 |
| global placement | 397 | 5630 | 2.09 |
| detailed placement | 397 | 5630 | 2.08 |
| CTS | 429 | 6240 | 1.99 |
| global route | 429 | 6240 | 1.88 |
| finish | 429 | 6240 | 2.03 |
[placed cells by master (no fill, tap or decap)]
cell,synthesis,layout
a21oi_1,3,3
buf_4,2,5
bufinv_16,0,4
clkbuf_1,0,3
clkbuf_16,0,16
clkbuf_8,0,1
clkdlybuf4s50_1,0,91
clkinv_4,0,2
clkinvlp_4,0,5
dfxtp_1,5,4
dfxtp_2,0,1
edfxtp_1,126,126
inv_1,4,4
inv_6,0,1
mux2_2,26,26
mux2_4,16,16
nor2_1,3,3
nor2b_2,1,1
nor3_1,3,2
nor3_2,0,1
nor3b_2,0,2
o21a_1,2,2
o21ai_2,2,2
[logic make-up (layout without fill, tap and decap cells)]
logic type | count (synthesis) | in the layout | share of synthesized area (%)
buffers and inverters | 9 | 132 | 1.58
AND-OR/OR-AND | 7 | 7 | 1.04
AND/OR/NAND/NOR | 9 | 9 | 1.09
flip-flops | 131 | 131 | 84.7
multiplexers | 42 | 42 | 11.6
[cell type report]
class / instances / area share [%]
clock buffers: 20 / 6.82
clock inverters: 12 / 2.95
inverters: 4 / 0.241
multi-input cells: 58 / 10.3
flip-flops and latches: 131 / 62.3
well taps: 108 / 2.17
repair buffers: 96 / 15.2
[power by group through the flow]
stage	sequential, mW	combinational [mW]	clock (mW)
final	1.31	0.132	1.27
after global routing	1.32	0.144	1.35
after CTS	1.31	0.135	1.29
No activity file was given, so power comes from the tool's default toggle rates.
